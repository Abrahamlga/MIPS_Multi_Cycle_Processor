[design/flow/config.mk]
export PLATFORM = sky130hd
export DESIGN_NAME = Clock_divider
export DESIGN_NICKNAME = Clock_divider
export VERILOG_FILES = /design/flow/design.v
export SDC_FILE = /design/flow/constraint.sdc
export NUM_CORES = 4
export LEC_CHECK = 1
export CORE_AREA = 10 10 99 99
export DIE_AREA = 0 0 109 109
[design/flow/constraint.sdc]
current_design Clock_divider

set clk_period 2.9
set clk_io_pct 0.2

create_clock -name clk0 -period $clk_period [get_ports {clock_in}]

set non_clock_inputs [all_inputs -no_clocks]
set_input_delay [expr $clk_period * $clk_io_pct] -clock clk0 $non_clock_inputs
set_output_delay [expr $clk_period * $clk_io_pct] -clock clk0 [all_outputs]
[design/flow/design.v]
module Clock_divider(clock_in,clock_out
    );
input clock_in;  
output clock_out;  
reg[27:0] counter=28'd0;
parameter DIVISOR = 28'd10000000;
always @(posedge clock_in)
begin
 counter <= counter + 28'd1;
 if(counter>=(DIVISOR-1))
  counter <= 28'd0;
end
assign clock_out = (counter<DIVISOR/2)?1'b0:1'b1;
endmodule
[design/flow/run.sh]
#!/bin/bash
# OpenROAD 26Q1-2900-gdf79404cd8, Yosys 0.63+post, stock flow scripts
make -C /OpenROAD-flow-scripts/flow DESIGN_CONFIG=/design/flow/config.mk WORK_HOME=/design/flow/orfs finish
==> flow_summary_export.csv <==
group,metric,value,unit
setup_path,r2r_slack,860,ps
yosys,synth-async-reset-ratio,0,%
global_route,grt_pass1_wl,4.50,mm
clock_network,postCtsSetupBuffers,0,
die,die_area,11900,sq um
setup_path,crit-reg2reg-launch,"counter[12]",
sta,slew_violations,0,
die,ios,2,
final_layout,combGateArea,748,sq um
setup_path,crit_required,2320,ps
setup_path,endpoint,"clock_out",
die,rows,32,
yosys,syn-cell-area,1360,sq um
power,p_per_area,455,nW/um^2
yosys,edf_count,0,
detailed_routing,wl_per_cell,10.9,um
detailed_routing,drc_errors,0,
setup_path,arrival,2050,ps
yosys,yosys_most_used_dff,"dfxtp_1",
final_layout,reg_top3,"counter (28)",
final_layout,regMostFlops,"counter",
min_path,hold_class,"reg2reg",
global_route,antenna_found_initial,0,
power,power_leakage,0.420,nW
yosys,avgSynthCellArea,8.91,sq um
setup_path,start_kind,"register",
sta,fin_worst_skew,5.85,ps
clock_network,cts.sinks,28,
sta,rsz0062_at_grt,"false",
global_route,groute.usage.overall,4.48,%
detailed_routing,antenna_left,0,
clock_network,cts_tree,"yes",
placement,hpwl,1.88,mm
yosys,syn_inst,153,
final_layout,synthToLayoutAreaGrowth,13.9,%
final_layout,final_cell_area,1550,sq um
flow_run,tool_warnings,25,
sta,period_needed,2630,ps
detailed_routing,vias,1122,
clock_network,cts_resized,0,
yosys,yosys.area.top_type,"dfxtp_1",
sta,fin_tns_setup,0,ps
flow_run,cap_violations,0,
setup_path,reg2reg_to,"counter[21]",
sta,fin_crit_sh,90.8,%
detailed_routing,wl,2.78,mm
sta,hold_violations,0,
power,peakVddDrop,0.184,mV
final_layout,drive_above_1_share,9.21,%
setup_path,crit_type,"reg2out",
detailed_routing,first_iter_violations,59,
clock_network,clk_latency,280,ps
placement,postPlaceCellArea,1480,sq um
detailed_routing,num_antenna_cells,0,
clock_network,cts_hold_buf,0,
sta,setup_viol,0,
yosys,synth_top_area_share,41.1,%
die,die_x,109,um
detailed_routing,vias_per_cell,4.42,
yosys,adder_share,0.918,%
setup_path,critPathLaunch,"counter[7]",
sta,fmax,0.380,GHz
global_route,grt_pass1_vias,977,
final_layout,fillers,828,
yosys,yosys-top-cells-area,"dfxtp_1 41%, nor3_1 5.9%, a211oi_1 5.5%",
yosys,ys_chip_area,1360,sq um
die,die_y,109,um
placement,gp_congestion,0.809,
yosys,mux_area_share,0,%
placement,port_buffers,1,
clock_network,clock_path_buffers,2,
setup_path,rr_worst_depth,4,
yosys,seq_area_frac_synth,41.1,%
detailed_routing,first_pass_iters,4,
yosys,synthSimpleGateAreaFrac,29.6,%
yosys,yosys_warnings,1,
die,fp_util,17.6,%
final_layout,seqCellArea,561,sq um
global_route,grt_max_degree,18,
yosys,synth-xor-area-share,7.07,%
yosys,yosysUniqueCellTypes,36,
yosys,ys_ff,28,
die,core_area,7730,sq um
clock_network,h-tree-depth,1,
clock_network,numCtsBuffers,3,
clock_network,path_clk_slew,100,ps
setup_path,cp_max_fo,7,
run_status,status,"complete, no violations",
yosys,logic_family,"simple AND/OR/NAND/NOR gates",
final_layout,largest_register_ffs,28,
yosys,yosys.area_share.aoi,16.0,%
clock_network,cts_root_buf,"clkbuf_8",
setup_path,end_kind,"primary output",
yosys,yosys_cells,153,
global_route,grt-ovfl-total,0,
==> cell type report <==
cell class              count  share of cell area, %
clock buffers               3                   2.66
clock inverters             1                   1.94
inverters                   3                  0.726
multi-input cells         113                   48.2
flip-flops and latches     28                   36.1
well taps                 102                   8.23
repair buffers              4                   2.10
==> synth_stat cells, types with 4 or more instances <==
cell and instances:
nor3_1 16, or4_1 9, nand2_1 9, clkbuf_1 7, o21ai_0 4, xnor2_1 4, dfxtp_1 28, nand4_1 6
nand3_1 8, xor2_1 7, o31ai_1 9, buf_2 4, a211oi_1 10
==> cell families (layout without fill, tap and decap cells) <==
group                      count (synthesis)  count (layout)
AOI/OAI and AO/OA                         30              30
xor gates and xnor gates                  11              11
adders and majority gates                  1               1
buffers and inverters                     15              11
DFF                                       28              28
other                                      1               4
and+or+nand+nor                           67              67
==> power breakdown <==
part | switching, mW | internal [mW]
clock network | 0.122 | 0.185
registers | 0.00110 | 0.388
logic | 0.00721 | 0.00303
total | 0.130 | 0.576
==> cells in the final DEF, fill, tap and decap left out, types with 2 or more instances in the layout <==
| cell | count |
|---|---|
| a211oi_1 | 10 |
| and3_1 | 2 |
| and4_1 | 3 |
| buf_4 | 3 |
| clkbuf_8 | 3 |
| conb_1 | 4 |
| dfxtp_1 | 28 |
| inv_1 | 3 |
| nand2_1 | 9 |
| nand3_1 | 8 |
| nand4_1 | 6 |
| nor2_1 | 2 |
| nor3_1 | 16 |
| nor4_1 | 2 |
| o21ai_0 | 4 |
| o31ai_1 | 9 |
| or4_1 | 9 |
| or4_4 | 2 |
| xnor2_1 | 4 |
| xor2_1 | 7 |
==> worst max-delay path: stages (launching register included) <==
cell and delay, ps:
dfxtp_1 390, o2111ai_1 230, nand3_1 90, a2111oi_0 490, o211ai_1 170, clkdlybuf4s50_1 420
==> routing by layer <==
| layer | vias to the layer above | part of all wire (%) | GRT usage, % |
|---|---|---|---|
| met3 | 2 | 1.9 | 0.836 |
| met2 | 7 | 45 | 7.24 |
| met5 | - | 0 | 0 |
| met1 | 535 | 51 | 6.14 |
| li1 | 578 | - | - |
| met4 | 0 | 2.3 | 0.847 |
==> metrics by stage <==
step | hold WS [ps] | total power [mW] | instances | setup slack (ps) | util (%)
2_1_floorplan | 425 | 0.404 | 156 | 968 | -
3_3_place_gp | 443 | 0.408 | 250 | 634 | 19.2
3_5_place_dp | 452 | 0.409 | 250 | 562 | 19.2
4_1_cts | 467 | 0.715 | 254 | 238 | 20.1
5_1_grt | 500 | 0.726 | 254 | 6.19 | 20.1
6_report | 467 | 0.706 | 254 | 266 | 20.1
==> how the worst min path moves through the flow <==
stage                from          end  slack (ps)  cells past startpoint
CTS            counter[0]   counter[0]         470                      1
global route  counter[23]  counter[23]         500                      2
finish         counter[0]   counter[0]         470                      1
No activity file was given, so power comes from the tool's default toggle rates.
