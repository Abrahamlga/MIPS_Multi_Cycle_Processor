==> /design/flow/design.v <==
module UART(
   uart_busy,    
   uart_tx,      
   uart_wr_i,    
   uart_dat_i,   
   sys_clk_i,    
   sys_rst_i     
);
  input uart_wr_i;
  input reg [7:0] uart_dat_i;
  input sys_clk_i;
  input sys_rst_i;
  output uart_busy;
  output uart_tx;
  reg [3:0] bitcount;
  reg [8:0] shifter;
  reg uart_tx;
  wire uart_busy = |bitcount[3:1];
  wire sending = |bitcount;
  reg [28:0] d;
  wire [28:0] dInc = d[28] ? (115200) : (115200 - 50000000);
  wire [28:0] dNxt = d + dInc;
  always @(posedge sys_clk_i)
  begin
    d = dNxt;
  end
  wire ser_clk = ~d[28];  
  always @(posedge sys_clk_i)
  begin
    if (sys_rst_i) begin
      uart_tx <= 1;
      bitcount <= 0;
      shifter <= 0;
    end else begin
      if (uart_wr_i & ~uart_busy) begin
        shifter <= {uart_dat_i[7:0],1'h0};
        bitcount <= (1 + 8 + 2);
      end
      if (sending & ser_clk) begin
        { shifter, uart_tx } <= { 1'h1, shifter };
        bitcount <= bitcount - 1;
      end
    end
  end
endmodule
==> /design/flow/run.sh <==
#!/bin/bash
# OpenROAD 26Q1-2900-gdf79404cd8, Yosys 0.63+post, stock flow scripts
make -C /OpenROAD-flow-scripts/flow DESIGN_CONFIG=/design/flow/config.mk WORK_HOME=/design/flow/orfs finish
==> /design/flow/config.mk <==
export PLATFORM = sky130hd
export DESIGN_NAME = UART
export DESIGN_NICKNAME = UART
export VERILOG_FILES = /design/flow/design.v
export SDC_FILE = /design/flow/constraint.sdc
export NUM_CORES = 4
export LEC_CHECK = 1
export CORE_UTILIZATION = 30
==> /design/flow/constraint.sdc <==
current_design UART

set clk_period 4.2
set clk_io_pct 0.2

create_clock -name clk0 -period $clk_period [get_ports {sys_clk_i}]

set non_clock_inputs [all_inputs -no_clocks]
set_input_delay [expr $clk_period * $clk_io_pct] -clock clk0 $non_clock_inputs
set_output_delay [expr $clk_period * $clk_io_pct] -clock clk0 [all_outputs]
==> impl_metrics.toml <==
# yosys + openroad results
[run_status]
status = "finished, final reports clean"

[setup_path]
required_ps = 4420
reg2reg_depth = 8
arrival_ps = 2640
ff2ff_setup_slack_ps = 1780
critical_path.max_fanout = 9
crit_type = "reg -> reg"
startpoint_type = "flop"
crit_path_end_kind = "flop"

[yosys]
yosys_warnings = 1
yosys.cell_count.top_type = "dfxtp_1"
top_area_frac = 0.401
postSynth.asyncResetShare = 0
topCellsByArea = "dfxtp_1 (40%), ha_1 (8.4%), nor2_1 (5.6%)"
synth-edff-count = 0
syn-instance-count = 200
flop_cell = "dfxtp_1"
ys_chip_area_sq_mm = 0.00180
syn_area_sq_mm = 0.00180
synth_flops = 36
synth_area_per_cell_sq_um = 8.98
synth_seq_share = 0.401
ys_cells = 200
common_cells = "dfxtp_1 (36), nor2_1 (27), a21oi_1 (16), nand2_1 (16), ha_1 (12)"
yosysUniqueCellTypes = 46
yosysTopAreaCell = "dfxtp_1"

[layout]
layout-drive-gt1-share = 0.0880
fillers = 560
synthToLayoutAreaGrowth_pct = 16.5
regArea_sq_um = 721
comb_area_sq_mm = 0.00104

[sta]
skew_ps = 4.00
worst_pin_slew_ps = 537
fmax_mhz = 414
post-route-period-util = 0.576
hold_violations = 0
finalSetupViolCount = 0
fin_tns_setup_ps = 0
rsz0062_at_grt = "no"
fin_crit_ps = 2420
relSlewSlack = 0.641
drv_slew = 0

[clock_tree]
cts_resized = 0
post_cts_buffers = 0
clk_latency_ps = 290
cts_buffer_depth = 2
cts_made_buffers = 5
root_buffer = "clkbuf_8"
postCtsHoldBufs = 0
cts_tree = "yes"
numClockSinks = 36
clk_pin_slew_ps = 70
h-tree-depth = 2

[detailed_routing]
ant_nets = 0
drc_errors = 0
drt_iter0_drc = 52
routed_wirelength_um = 3230
vias_per_cell = 4.98
num_vias = 1433
n_antenna_cell = 0
first_pass_iters = 4
wl_per_cell_um = 11.2

[floorplan]
die-area_sq_mm = 0.00630
fp-utilization = 0.318
die_h_um = 79.4
die_w_um = 79.4
core_area_sq_mm = 0.00564
io_pins = 13
rows = 27

[power_and_ir_drop]
switching_share = 0.301
ir_drop_mv = 0.281
internal_power_uw = 624
clkPwrFrac = 0.283
p_comb_frac = 0.266
powerDensity_mw_per_mm2 = 426
finalPower_uw = 893
leakagePower_uw = 0.000807
seqPwrFrac = 0.451
p_sw_uw = 269

[run]
tool_warnings = 26
max_cap_viol_count = 0

[place]
hpwl_um = 2290
portBuffers = 12
routabilityCongestion = 0.784

[global_route]
grt_usage = 0.113
grt_pass1_wl_um = 5650
grt_overflow = 0
antenna_found_initial = 0
first_global_vias = 1276
grt_max_degree = 23

[hold_path]
hold_path.class = "reg -> reg"
whs_path_depth = 1
-- metrics by stage --
stage                     setup slack, ps  instances  utilization  instance area [sq um]  hold slack, ps
after global placement               1900        280        0.355                   2000             453
after floorplan                      2040        200            -                   1800             433
after CTS                            1780        288        0.371                   2090             463
after global routing                 1600        288        0.371                   2090             491
after detailed placement             1820        280        0.355                   2000             446
final                                1780        288        0.371                   2090             457
-- registers in the layout, summed over array words and instances (netlist names) --
signal    flops
shifter       9
uart_tx       1
bitcount      4
d            22
-- kinds of logic after synthesis --
kind of cell,count (synthesis),share of synthesized area
fa+ha+maj,13,0.0947
flops,36,0.401
simple gates,70,0.188
mux,7,0.0390
buf+inv,11,0.0258
xor+xnor,14,0.0682
compound gates,49,0.183
-- power groups by stage --
stage / registers [uW] / logic [uW] / clock network, uW
global route: 407 / 271 / 280
CTS: 403 / 239 / 261
finish: 403 / 237 / 252
-- worst paths after layout --
check / end / start
setup / recovery: d[17] / d[28]
hold / removal: d[7] / d[7]
hold reg to reg: d[7] / d[7]
setup reg to reg: d[17] / d[28]
-- worst max-delay path, cell delays in order (launching register included) --
cell,delay [ps]
dfxtp_1,430
inv_1,210
ha_1,280
fa_1,430
a21oi_1,260
o21ai_0,140
or2_2,310
a21oi_1,170
xnor2_1,130
-- metal layers --
layer / share of wire / track usage / vias up
met4: 0.012 / 0.0127 / 0
met1: 0.55 / 0.180 / 652
met3: 0.047 / 0.0325 / 6
met5: 0 / 0 / -
met2: 0.39 / 0.157 / 25
li1: - / - / 750
-- final cells by class --
class | instances | area share
tap | 72 | 0.0430
clock buffer | 6 | 0.0395
multi-input combinational | 153 | 0.495
inverter | 5 | 0.00897
clock inverter | 2 | 0.00478
timing repair buffer | 14 | 0.0646
sequential | 36 | 0.344
-- cells in the final DEF (no fill, tap or decap), drive strengths merged, types with 2 or more instances in the layout --
cell type      Yosys  final
nand3              8      8
ha                12     12
xnor2              7      7
clkdlybuf4s50      0     12
nand2             16     16
inv                5      5
dfxtp             36     36
a211oi             4      4
clkinv             0      2
a41oi              3      3
buf                3      2
xor2               7      7
o21ai              9      9
nand4              3      3
a221oi             2      2
a211o              2      2
nor3               5      5
mux2i              7      7
a21oi             16     16
nor2              28     28
nor2b              2      2
clkbuf             3      6
Power and IR drop assume default switching activity.
